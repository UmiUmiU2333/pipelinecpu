$ cat flow/config.mk
export PLATFORM = sky130hd
export DESIGN_NAME = forwardCtrl
export DESIGN_NICKNAME = forwardCtrl
export VERILOG_FILES = /design/flow/design.v
export SDC_FILE = /design/flow/constraint.sdc
export NUM_CORES = 4
export LEC_CHECK = 1
export CORE_UTILIZATION = 40
$ cat flow/constraint.sdc
current_design forwardCtrl

set clk_period 3.6
set clk_io_pct 0.2

create_clock -name clk0 -period $clk_period

set non_clock_inputs [all_inputs -no_clocks]
set_input_delay [expr $clk_period * $clk_io_pct] -clock clk0 $non_clock_inputs
set_output_delay [expr $clk_period * $clk_io_pct] -clock clk0 [all_outputs]
$ cat flow/design.v
`timescale 1ns / 1ps
module forwardCtrl(
    input [31:0] IR_D,
    input [31:0] IR_E,
    input [31:0] IR_M,
    input [31:0] IR_W,
    output [2:0] ForwardRSD,
    output [2:0] ForwardRTD,
    output [2:0] ForwardRSE,
    output [2:0] ForwardRTE,
    input [2:0] ForwardRTM
    );
	parameter rop = 6'b000000, lwop = 6'b100011, swop = 6'b101011, beqop = 6'b000100,
	luiop = 6'b001111, oriop = 6'b001101, jalop = 6'b000011, jop=6'b000010,
    sltiop = 6'b001010, sltiuop = 6'b001011,
    xoriop = 6'b001110, addiop =6'b001000 , addiuop = 6'b001001, andiop =6'b001100;
	parameter addufunc = 6'b100001, subufunc = 6'b100011, jrfunc = 6'b001000,nopfunc=6'b000000,
    addfunc = 6'b100000, subfunc = 6'b100010, 
    sllfunc = 6'b000000, srlfunc=6'b000010 ,srafunc =6'b000011 , sllvfunc = 6'b000100, srlvfunc =6'b000110, sravfunc = 6'b000111,
    andfunc = 6'b100100, orfunc = 6'b100101, xorfunc = 6'b100110, norfunc = 6'b100111,
    sltfunc = 6'b101010,  sltufunc = 6'b101011,
    jalrfunc = 6'b001001;
    wire D_need_rs, D_need_rt, E_need_rs, E_need_rt, M_need_rs, M_need_rt;
    assign  D_need_rs = 1,
    D_need_rt = 1,
    E_need_rs = 1,
    E_need_rt = 1,
    M_need_rs = 1,
    M_need_rt = 1;
    wire calc_i_M, calc_i_W;
    wire calc_R_M, calc_R_W;
    wire typeb_M, typeb_W;
    wire store_M, store_W;
    wire load_M, load_W;
    wire mt_M, mt_W;
    wire mf_M, mf_W;
    wire mcalc_M, mcalc_W;
    wire [2:0] extra_M, extra_W;
    instru_classification class_M(
        IR_M,
        calc_R_M,
        calc_i_M,
        typeb_M,
        store_M,
        load_M,
        mt_M,
        mf_M,
        mcalc_M,
        extra_M
    );
    instru_classification class_W(
        IR_W,
        calc_R_W,
        calc_i_W,
        typeb_W,
        store_W,
        load_W,
        mt_W,
        mf_W,
        mcalc_W,
        extra_W
    );
    wire jalr_E = ((IR_E[31:26] == rop) && (IR_E[5:0] == jalrfunc));
    wire jalr_M = ((IR_M[31:26] == rop) && (IR_M[5:0] == jalrfunc));
    wire jalr_W = ((IR_W[31:26] == rop) && (IR_W[5:0] == jalrfunc));
    wire E_supply_rt, E_supply_rd, E_supply_31,
    M_supply_rt, M_supply_rd, M_supply_31,
    W_supply_rt, W_supply_rd, W_supply_31;
    assign E_supply_rt = (IR_E[31:26]==luiop),
    E_supply_rd = jalr_E,
    E_supply_31 = (IR_E[31:26]==jalop),
    M_supply_rt = calc_i_M|
                (IR_M[31:26] == luiop),
    M_supply_rd = calc_R_M | jalr_M | mf_M,
    M_supply_31 = (IR_M[31:26] == jalop),
    W_supply_rt = calc_i_W |
                load_W |
                (IR_W[31:26] == luiop), 
    W_supply_rd = calc_R_W | jalr_W | mf_W,
    W_supply_31 = (IR_W[31:26] == jalop);
    assign ForwardRSD = (D_need_rs && E_supply_rt && (IR_D[25:21] == IR_E[20:16]) && (IR_D[25:21] != 0))?1:  
                        (D_need_rs && E_supply_rd && (IR_D[25:21] == IR_E[15:11]) && (IR_D[25:21] != 0) && jalr_E)?2:    
                        (D_need_rs && E_supply_rd && (IR_D[25:21] == IR_E[15:11]) && (IR_D[25:21] != 0))?0:
                        (D_need_rs && E_supply_31 && (IR_D[25:21] == 5'd31) && (IR_D[25:21] != 0))?2:    
                        (D_need_rs && M_supply_rt && (IR_D[25:21] == IR_M[20:16])&& (IR_D[25:21] != 0))?3:
                        (D_need_rs && M_supply_rd && (IR_D[25:21] == IR_M[15:11])&& (IR_D[25:21] != 0) && jalr_M)?4:
                        (D_need_rs && M_supply_rd && (IR_D[25:21] == IR_M[15:11])&& (IR_D[25:21] != 0))?3:
                        (D_need_rs && M_supply_31 && (IR_D[25:21] == 5'd31)&& (IR_D[25:21] != 0))?4:
                        (D_need_rs && W_supply_rt && (IR_D[25:21] == IR_W[20:16])&& (IR_D[25:21] != 0))?5:
                        (D_need_rs && W_supply_rd && (IR_D[25:21] == IR_W[15:11])&& (IR_D[25:21] != 0) && jalr_W)?6:
                        (D_need_rs && W_supply_rd && (IR_D[25:21] == IR_W[15:11])&& (IR_D[25:21] != 0))?5:
                        (D_need_rs && W_supply_31 && (IR_D[25:21] == 5'd31)&& (IR_D[25:21] != 0))?6:
                        0;
    assign ForwardRTD = (D_need_rt && E_supply_rt && (IR_D[20:16] == IR_E[20:16])&& (IR_D[20:16] != 0))?1:
                        (D_need_rt && E_supply_rd && (IR_D[20:16] == IR_E[15:11])&& (IR_D[20:16] != 0) && jalr_E)?2:
                        (D_need_rt && E_supply_rd && (IR_D[20:16] == IR_E[15:11])&& (IR_D[20:16] != 0))?0:
                        (D_need_rt && E_supply_31 && (IR_D[20:16] == 5'd31) &&(IR_D[20:16] != 0))?2:
                        (D_need_rt && M_supply_rt && (IR_D[20:16] == IR_M[20:16]) &&(IR_D[20:16] != 0))?3:
                        (D_need_rt && M_supply_rd && (IR_D[20:16] == IR_M[15:11]) &&(IR_D[20:16] != 0) && jalr_M)?4:
                        (D_need_rt && M_supply_rd && (IR_D[20:16] == IR_M[15:11]) &&(IR_D[20:16] != 0))?3:
                        (D_need_rt && M_supply_31 && (IR_D[20:16] == 5'd31) &&(IR_D[20:16] != 0))?4:
                        (D_need_rt && W_supply_rt && (IR_D[20:16] == IR_W[20:16]) &&(IR_D[20:16] != 0))?5:
                        (D_need_rt && W_supply_rd && (IR_D[20:16] == IR_W[15:11]) &&(IR_D[20:16] != 0) && jalr_W)?6:
                        (D_need_rt && W_supply_rd && (IR_D[20:16] == IR_W[15:11]) &&(IR_D[20:16] != 0))?5:
                        (D_need_rt && W_supply_31 && (IR_D[20:16] == 5'd31) &&(IR_D[20:16] != 0))?6:
                        0;
    assign ForwardRSE = (E_need_rs && M_supply_rt && (IR_E[25:21] == IR_M[20:16]) &&(IR_E[25:21] != 0))?1:
                        (E_need_rs && M_supply_rd && (IR_E[25:21] == IR_M[15:11]) &&(IR_E[25:21] != 0) && jalr_M)?2:
                        (E_need_rs && M_supply_rd && (IR_E[25:21] == IR_M[15:11]) &&(IR_E[25:21] != 0))?1:
                        (E_need_rs && M_supply_31 && (IR_E[25:21] == 5'd31) &&(IR_E[25:21] != 0))?2:
                        (E_need_rs && W_supply_rt && (IR_E[25:21] == IR_W[20:16]) &&(IR_E[25:21] != 0))?3:
                        (E_need_rs && W_supply_rd && (IR_E[25:21] == IR_W[15:11]) &&(IR_E[25:21] != 0) && jalr_W)?4:
                        (E_need_rs && W_supply_rd && (IR_E[25:21] == IR_W[15:11]) &&(IR_E[25:21] != 0))?3:
                        (E_need_rs && W_supply_31 && (IR_E[25:21] == 5'd31) &&(IR_E[25:21] != 0))?4:
                        0;
    assign ForwardRTE = (E_need_rt && M_supply_rt && (IR_E[20:16] == IR_M[20:16]) &&(IR_E[20:16] != 0))?1:
                        (E_need_rt && M_supply_rd && (IR_E[20:16] == IR_M[15:11]) &&(IR_E[20:16] != 0) && jalr_M)?2:
                        (E_need_rt && M_supply_rd && (IR_E[20:16] == IR_M[15:11]) &&(IR_E[20:16] != 0))?1:
                        (E_need_rt && M_supply_31 && (IR_E[20:16] == 5'd31) &&(IR_E[20:16] != 0) )?2:
                        (E_need_rt && W_supply_rt && (IR_E[20:16] == IR_W[20:16]) &&(IR_E[20:16] != 0))?3:
                        (E_need_rt && W_supply_rd && (IR_E[20:16] == IR_W[15:11]) &&(IR_E[20:16] != 0) && jalr_W)?4:
                        (E_need_rt && W_supply_rd && (IR_E[20:16] == IR_W[15:11]) &&(IR_E[20:16] != 0))?3:
                        (E_need_rt && W_supply_31 && (IR_E[20:16] == 5'd31) &&(IR_E[20:16] != 0))?4:
                        0;
    assign ForwardRTM = (M_need_rt && W_supply_rt && (IR_M[20:16] == IR_W[20:16]) &&(IR_M[20:16] != 0))?1:
                        (M_need_rt && W_supply_rd && (IR_M[20:16] == IR_W[15:11]) &&(IR_M[20:16] != 0) && jalr_W) ?2:
                        (M_need_rt && W_supply_rd && (IR_M[20:16] == IR_W[15:11]) &&(IR_M[20:16] != 0))?1:
                        (M_need_rt && W_supply_31 && (IR_M[20:16] == 5'd31) &&(IR_M[20:16] != 0) )?2:
                        0;
endmodule
`timescale 1ns / 1ps
module instru_classification(
    input [31:0] instru,
    output calc_r,
    output calc_i,
    output typeb,
	output store,
	output load,
	output mt,
	output mf,
	output mcalc,
	output [2:0] extra
    );
	parameter rop = 6'b000000, lwop = 6'b100011, swop = 6'b101011, beqop = 6'b000100,
	luiop = 6'b001111, oriop = 6'b001101, jalop = 6'b000011, jop=6'b000010,
    sltiop = 6'b001010, sltiuop = 6'b001011,
    xoriop =6'b001110, addiop =6'b001000 , addiuop = 6'b001001, andiop =6'b001100,
    bneop = 6'b000101, blezop = 6'b000110, bgtzop = 6'b000111, bltzop = 6'b000001, bgezop= 6'b000001,  
	sbop = 6'b101000, shop = 6'b101001,
	lbop = 6'b100000, lbuop = 6'b100100, lhop = 6'b100001, lhuop = 6'b100101,
    mfhifunc = 6'b010000, mflofunc=6'b010010, mthifunc = 6'b010001, mtlofunc = 6'b010011,
    multfunc = 6'b011000, multufunc = 6'b011001, divfunc = 6'b011010, divufunc = 6'b011011,
	maddop = 6'b011100;
	parameter addufunc = 6'b100001, subufunc = 6'b100011, jrfunc = 6'b001000,nopfunc=6'b000000,
    addfunc = 6'b100000, subfunc = 6'b100010, 
    sllfunc = 6'b000000, srlfunc=6'b000010 ,srafunc =6'b000011 , sllvfunc = 6'b000100, srlvfunc =6'b000110, sravfunc = 6'b000111,
    andfunc = 6'b100100, orfunc = 6'b100101, xorfunc = 6'b100110, norfunc = 6'b100111,
    sltfunc = 6'b101010,  sltufunc = 6'b101011;
	assign calc_i = (instru[31:26] == oriop) | 
            (instru[31:26] == andiop) | 
            (instru[31:26] == xoriop) |
            (instru[31:26] == addiop) |
            (instru[31:26] == addiuop) |
            (instru[31:26] == sltiop) |
            (instru[31:26] == sltiuop);
	assign calc_r = ((instru[31:26] == rop) && (instru[5:0] == addufunc |
					instru[5:0] == subufunc |
					instru[5:0] == addfunc |
					instru[5:0] == subfunc |
					instru[5:0] == sllvfunc |
					instru[5:0] == srlvfunc|
					instru[5:0] == sravfunc |
					instru[5:0] == andfunc |
					instru[5:0] == orfunc |
					instru[5:0] == xorfunc |
					instru[5:0] == norfunc |
					instru[5:0] == sltfunc |
					instru[5:0] == sltufunc |
					(instru[5:0] == sllfunc  && instru != 0)|
					instru[5:0] == srlfunc |
					instru[5:0] == srafunc 
					));
    assign typeb = (instru[31:26] == beqop | instru[31:26] == bneop | instru[31:26] == blezop | instru[31:26]==bgtzop
                | instru[31:26] == bltzop | (instru[31:26] == bgezop && instru[20:16] == 5'b00001));
	assign store = (instru[31:26] == swop | instru[31:26] == shop | instru[31:26] == sbop);
	assign load =  (instru[31:26] == lwop | instru[31:26] == lhop | instru[31:26] == lbop|
					instru[31:26] == lhuop | instru[31:26] == lbuop );
    assign mt = (instru[31:26] == rop && (instru[5:0] == mthifunc | instru[5:0] == mtlofunc)),
    mf = (instru[31:26] == rop && (instru[5:0] == mfhifunc | instru[5:0] == mflofunc));
	assign mcalc = (instru[31:26] == rop && (instru[5:0] == multfunc | instru[5:0] == multufunc | instru[5:0] == divfunc | instru[5:0] == divufunc)) |
					(instru[31:26] == maddop);
	assign extra = 0;	 
endmodule
$ cat flow/run.sh
#!/bin/bash
# OpenROAD 26Q1-2900-gdf79404cd8, Yosys 0.63+post, stock flow scripts
make -C /OpenROAD-flow-scripts/flow DESIGN_CONFIG=/design/flow/config.mk WORK_HOME=/design/flow/orfs finish
==> results_dict.tcl <==
# place-and-route summary
set metrics [dict create \
    cp-start-kind "input port" \
    regArea_um2 0 \
    place.detailed.hpwl_um 6540 \
    dr_total_vias 3050 \
    yosys-mux-area-fraction_pct 0 \
    placed_cell_area_mm2 0.00372 \
    fp.dieW_um 74.6 \
    avgViaCountPerCell 5.52 \
    peakVddDrop_uv 79.0 \
    drt_first_iter_violations 207 \
    grt_usage_pct 29.8 \
    cap_violations 0 \
    finalPower_mw 0.412 \
    post_synth.cell_area_avg_um2 6.73 \
    port_buffers 113 \
    final-hold-violation-count 0 \
    simple_gate_area_share_pct 37.0 \
    setup.worst_path.class "in2out" \
    crit_chain "dlygate4sd2_1 > or4_4 > nor2_4 > buf_4 > buf_4 > nor2_1 > nand3_1 > nand3_1 > nor2_1 > clkdlybuf4s50_1" \
    drv_slew 0 \
    post-route-min-period_ns 3.63 \
    critPathMaxStageDelay_ns 0.54 \
    fraction_of_layout_cells_with_a_size_suffix_above_1_pct 35.0 \
    dp_worst_setup_slack_ns -0.402 \
    synth.distinct_cells 41 \
    cp_top_family "simple AND/OR/NAND/NOR gates" \
    core_area_mm2 0.00507 \
    synth.yosys.seq_area_share_pct 0 \
    place.gp.congestion 1.01 \
    fp.dieH_um 74.6 \
    netlist_instances 313 \
    relSlewSlack_pct 61.8 \
    globalRoute.totalOverflow 0 \
    leakage_nw 1.96 \
    outcome "finished, violations left" \
    fillers 271 \
    synth.cellmix.adderShare_pct 0 \
    syn_to_final_growth_pct 108 \
    crit_fanout 5 \
    worst_ep_arrival_time_ns 2.91 \
    fp-utilization_pct 41.5 \
    lay_top_cells "sky130_fd_sc_hd__buf_4, sky130_fd_sc_hd__xor2_1, sky130_fd_sc_hd__dlygate4sd2_1" \
    via_count_of_the_first_global_routing_pass 2633 \
    layout_worst_path_cycle_share_pct 101 \
    drc_errors 0 \
    count_of_hold_buffers_inserted_by_post_cts_repair 0 \
    final.clkbuf_count 0 \
    cp.buffers_inverters 4 \
    sum_of_routed_wire_length_over_all_layers_um 9400 \
    number_of_warnings_in_the_stage_logs 65 \
    layout_setup_ws_ns -0.0254 \
    final_design_instance_area_without_fill_mm2 0.00439 \
    yosysChipArea_mm2 0.00211 \
    power_density_mw_per_mm2 93.9 \
    critPathRequiredTime_ns 2.88 \
    synth.yosys.num_cells 313 \
    report.final.setup_viol 1 \
    pin_count_of_the_biggest_net_entering_global_routing 8 \
    topCombFamilyByArea "XOR/XNOR gates" \
    flops 0 \
    crit_path_top_delay_cell "sky130_fd_sc_hd__or4_4" \
    route.antenna.remaining_nets 0 \
    failed_checks "setup timing" \
    worst_slew_pin_slew_ns 0.567 \
    xor_area_share_pct 41.6 \
    row_count 26 \
    design.die.area_mm2 0.00556 \
    layout_top_cell_excl_fill_tap "sky130_fd_sc_hd__buf_4" \
    area_occupied_by_multi_input_gates_mm2 0.00240 \
    design.portCount 143 \
    detail_route.first_pass.iterations 5 \
    rsz_0062_raised_after_global_routing "true" \
    initial_antenna_violation_count 0 \
    min-delay-path-class "in2out" \
    final_core_utilization_pct 86.5 \
    timing.fmax_mhz 276 \
    grt_first_pass_wirelength_um 12600 \
    finalHoldWorstSlack_ns 2.23 \
    insertedDiodeCount 0 \
    synth.cell_area_mm2 0.00211 \
    synthesis.yosys.warnings 0 \
    worst_setup_path_end_kind "primary output" \
    post_synthesis_share_of_cell_area_spent_on_and_or_and_or_and_gates_pct 11.8 \
    routed_wl_per_cell_um 17.0 \
]
-- logic make-up after synthesis --
group,Yosys count
and+or+nand+nor,136
xor gates and xnor gates,100
buffers and inverters,43
AOI/OAI and AO/OA,34
-- metal layers --
metal	track usage (%)	routed length, um
met3	1.51	708
met1	44.9	4260
met5	0	0
met4	6.71	333
met2	46.8	4100
-- final timing paths --
| path | startpoint | to | slack [ns] | cells after the start |
|---|---|---|---|---|
| max | IR_D[19] | ForwardRTD[2] | -0.03 | 10 |
| min | IR_E[22] | ForwardRSE[1] | 2.23 | 8 |
-- through the flow --
step,instances,setup TNS [ns]
after detailed placement,534,-3.69
after global routing,553,-0.420
after global placement,534,-3.72
after CTS,544,-0.180
final,553,-0.0254
after floorplan,313,0
-- where the power goes --
group | internal, mW | total [mW] | switching [mW]
registers | 0 | 0 | 0
logic | 0.221 | 0.412 | 0.191
clock network | 0 | 0 | 0
total | 0.221 | 0.412 | 0.191
-- tightest hold or removal path: stages --
cell and delay (ns):
sky130_fd_sc_hd__clkbuf_2 0.10, sky130_fd_sc_hd__buf_4 0.13, sky130_fd_sc_hd__xnor2_1 0.06, sky130_fd_sc_hd__nand3_1 0.08
sky130_fd_sc_hd__nor4_1 0.06, sky130_fd_sc_hd__nand2_1 0.08, sky130_fd_sc_hd__o21ai_1 0.06, sky130_fd_sc_hd__dlygate4sd2_1 0.22
-- cell usage after synthesis, types with 3 or more instances --
| master | count | area (um^2) |
|---|---|---|
| sky130_fd_sc_hd__buf_1 | 4 | 15.0 |
| sky130_fd_sc_hd__nand2_1 | 8 | 30.0 |
| sky130_fd_sc_hd__nor3_1 | 7 | 35.0 |
| sky130_fd_sc_hd__nor2_1 | 19 | 71.3 |
| sky130_fd_sc_hd__nor4b_1 | 4 | 35.0 |
| sky130_fd_sc_hd__buf_4 | 5 | 37.5 |
| sky130_fd_sc_hd__nor4_1 | 26 | 163 |
| sky130_fd_sc_hd__clkbuf_1 | 14 | 52.6 |
| sky130_fd_sc_hd__nand3_1 | 24 | 120 |
| sky130_fd_sc_hd__buf_2 | 17 | 85.1 |
| sky130_fd_sc_hd__or4_1 | 10 | 75.1 |
| sky130_fd_sc_hd__and3_1 | 9 | 56.3 |
| sky130_fd_sc_hd__nand4_1 | 7 | 43.8 |
| sky130_fd_sc_hd__nand2b_1 | 6 | 37.5 |
| sky130_fd_sc_hd__nor3b_1 | 6 | 45.0 |
| sky130_fd_sc_hd__o21ai_0 | 3 | 15.0 |
| sky130_fd_sc_hd__xnor2_1 | 42 | 368 |
| sky130_fd_sc_hd__xor2_1 | 58 | 508 |
| sky130_fd_sc_hd__a21oi_1 | 5 | 25.0 |
| sky130_fd_sc_hd__a31oi_1 | 7 | 43.8 |
| sky130_fd_sc_hd__inv_1 | 3 | 11.3 |
-- cell type report --
| class | instances | area share (%) |
|---|---|---|
| multi-input cells | 270 | 54.7 |
| well taps | 70 | 2.00 |
| repair buffers | 210 | 43.1 |
| inverters | 3 | 0.257 |
-- repair_timing --
action / CTS / global route
endpoints found under the hold margin: 0 / 0
resized: 143 / 49
setup endpoints to repair: 12 / 8
pin swaps: 38 / 35
setup buffers: 10 / 11
Power figures rest on the tool's default switching activity, not on a simulated workload.
