==> flow/design.v <==
`timescale 1ns / 1ps
module TC(
    input clk,
    input reset,
    input [31:2] Addr,
    input WE,
    input [31:0] Din,
    output [31:0] Dout,
    output IRQ
    );
	reg [1:0] state;
	reg [31:0] mem [2:0];
	reg _IRQ;
	assign IRQ = mem[0][3] & _IRQ;  
	assign Dout = mem[Addr[3:2]];  
	wire [31:0] load = Addr[3:2] == 0 ? {28'h0, Din[3:0]} : Din;  
	integer i;
	always @(posedge clk) begin
		if(reset) begin
			state <= 0; 
			for(i = 0; i < 3; i = i+1) mem[i] <= 0;
			_IRQ <= 0;
		end
		else if(WE) begin
			mem[Addr[3:2]] <= load;
		end
		else begin
			case(state)
				2'b00 : if(mem[0][0]) begin
					state <= 2'b01;
					_IRQ <= 1'b0;
				end
				2'b01 : begin
					mem[2] <= mem[1];
					state <= 2'b10;
				end
				2'b10  : 
					if(mem[0][0]) begin
						if(mem[2] > 1) mem[2] <= mem[2]-1;
						else begin
							mem[2] <= 0;
							state <= 2'b11;
							_IRQ <= 1'b1;
						end
					end
					else state <= 2'b00;
				default : begin
					if(mem[0][2:1] == 2'b00) mem[0][0] <= 1'b0;
					else _IRQ <= 1'b0;
					state <= 2'b00;
				end
			endcase
		end
	end
endmodule
==> flow/run.sh <==
#!/bin/bash
# OpenROAD 26Q1-2900-gdf79404cd8, Yosys 0.63+post, stock flow scripts
make -C /OpenROAD-flow-scripts/flow DESIGN_CONFIG=/design/flow/config.mk WORK_HOME=/design/flow/orfs finish
==> flow/config.mk <==
export PLATFORM = sky130hd
export DESIGN_NAME = TC
export DESIGN_NICKNAME = TC
export VERILOG_FILES = /design/flow/design.v
export SDC_FILE = /design/flow/constraint.sdc
export NUM_CORES = 4
export LEC_CHECK = 1
export CORE_UTILIZATION = 30
==> flow/constraint.sdc <==
current_design TC

set clk_period 7.3
set clk_io_pct 0.2

create_clock -name clk0 -period $clk_period [get_ports {clk}]

set non_clock_inputs [all_inputs -no_clocks]
set_input_delay [expr $clk_period * $clk_io_pct] -clock clk0 $non_clock_inputs
set_output_delay [expr $clk_period * $clk_io_pct] -clock clk0 [all_outputs]
==> results.py <==
# Metrics from the implementation run
metrics = {
    "synthesis": {
        "async_flop_share": 0,
        "syn_inst": 552,
        "topCellsByArea": "edfxtp_1, mux4_2, nor2_1",
        "syn_area_per_cell_sq_um": 12.3,
        "synth_area_sq_um": 6800,
        "ys_ff": 133,
        "ys_seq_frac": 0.580,
        "yosys_warnings": 1,
        "yosys_cells": 552,
        "synth_cell_types": 54,
        "synthFlopType": "edfxtp_1",
        "synth_top_area_share": 0.566,
        "top_cell": "edfxtp_1",
        "edf_count": 128,
        "ys_area_sq_um": 6800,
        "synthTopCellsByCount": "edfxtp_1, nor2_1, nand2_1",
        "yosysTopAreaCell": "edfxtp_1",
    },
    "clock_tree": {
        "clock-root-buffer": "clkbuf_16",
        "htreeDepth": 4,
        "numCtsBuffers": 17,
        "post_cts_buffers": 0,
        "cts_resized": 0,
        "cts_hold_buf": 0,
        "clock_path_buffers": 2,
        "insertion_delay_ns": 0.42,
        "cts_tree": "yes",
        "cts.sinks": 133,
        "clkTransAtPathRegs_ns": 0.05,
    },
    "pwr": {
        "p_total_mw": 1.99,
        "ir_drop_v": 0.000146,
        "combinationalPowerShare": 0.107,
        "pwr-share-seq": 0.457,
        "power.internal_mw": 1.56,
        "power_density_nw_per_um2": 233,
        "p_switching_uw": 434,
        "swShare": 0.218,
        "p_leak_nw": 3.14,
        "clkPwrFrac": 0.436,
    },
    "grt": {
        "antenna_found_initial": 0,
        "grt_usage": 0.173,
        "grt_first_pass_wirelength_microns": 28600,
        "overflow": 0,
        "grt_max_degree": 40,
        "grt_pass1_vias": 4945,
    },
    "hold_path": {
        "hold_class": "flop to flop",
    },
    "final_layout": {
        "drive_above_1_share": 0.153,
        "utilization": 0.388,
        "area_growth_pct": 25.9,
    },
    "critical_path": {
        "crit_path_start_kind": "input port",
        "slowest_stage": "mux4_2",
        "cp_top_family": "buffers and inverters",
        "required_ns": 5.84,
        "cp_cell_sequence": "buf_2 > buf_4 > mux4_2 > clkdlybuf4s50_1",
        "critPathBufInv": 3,
        "critPathMaxStageDelay_ns": 0.62,
        "critPathArrivalTime_ns": 3.52,
        "critical_path.max_fanout": 21,
        "critPathCaptureType": "output pin",
        "critPathKind": "input port to output pin",
    },
    "floorplanning": {
        "initial_core_util": 0.309,
        "io-pin-count": 98,
        "die_x_microns": 153,
        "row_count": 54,
        "core-area_sq_um": 22000,
        "die_area_sq_um": 23300,
        "die_h_microns": 153,
    },
    "sta": {
        "setup_ws_ns": 2.32,
        "period_used_share": 0.682,
        "hold_viol": 0,
        "holdWs_ns": 0.452,
        "fin_crit_ns": 4.98,
        "rsz0062_at_grt": "false",
        "slew_headroom": 0.458,
        "fin_skew_ns": 0.00672,
        "fmax_mhz": 201,
        "tightest_slew_ns": 0.810,
        "setup_tns_ns": 0,
        "finalSetupViolCount": 0,
        "slew_viol_final": 0,
    },
    "detailed_routing": {
        "vias_per_cell": 5.12,
        "dr.pass1.iters": 17,
        "ant_nets": 0,
        "route.detailed.drc": 0,
        "drtIter0Drc": 347,
        "vias": 4828,
        "wire_per_inst_microns": 19.5,
        "routed_wl_microns": 18400,
    },
    "run": {
        "warnings": 54,
        "drv_cap": 0,
    },
    "placement": {
        "port_buffers": 69,
        "hpwl_microns": 11500,
        "place_congestion": 0.822,
        "place_ws_ns": 2.29,
    },
    "status": {
        "outcome": "finished, final reports clean",
    },
}
[worst paths after layout]
kind                                                  to  slack (ns)                     from  cells after the start
worst max-delay path                            Dout[14]        2.32                  Addr[2]                      4
worst min register to register          state[3]$_DFF_P_        0.45         state[3]$_DFF_P_                      2
worst min-delay path                    state[3]$_DFF_P_        0.45         state[3]$_DFF_P_                      2
worst max register to register  mem[2][10]$_SDFFCE_PN0P_        4.50  mem[2][5]$_SDFFCE_PN0P_                      6
[layout by cell type (no fill, tap or decap), types with 3 or more instances in the layout]
master / instances
or3_1: 6
or2_2: 5
mux4_2: 32
and2_1: 14
nand3_1: 30
edfxtp_1: 128
a221oi_1: 9
clkdlybuf4s50_1: 67
nor2_1: 81
bufinv_16: 4
o211ai_1: 3
nor4_1: 11
nand4_1: 4
nor3_1: 23
nand2b_1: 3
nor4_2: 6
or4_1: 6
and3_1: 12
xor2_1: 19
nand2_1: 43
xnor2_1: 8
dfxtp_1: 5
clkbuf_16: 17
clkinv_2: 7
buf_4: 19
inv_1: 8
o21ai_0: 3
conb_1: 28
a21oi_1: 20
[metal layers]
metal  global-route usage  routed length [microns]  share of wire  vias to the layer above
met5                    0                        0              0                        -
met4               0.0226                      247          0.013                        0
met3               0.0687                     1630          0.089                       17
met2                0.267                     8700           0.47                      205
met1                0.248                     7820           0.43                     2330
li1                     -                        -              -                     2276
[flip-flops by register name, indices dropped and copies added (netlist names)]
| register | cells |
|---|---|
| state | 4 |
| _IRQ | 1 |
| mem | 128 |
[worst register-to-register path, cell delays in order (launching register included)]
cell and delay (ns):
edfxtp_1 0.46, nor4_2 0.49, nand3_1 0.62, or3_1 0.56
xnor2_1 0.14, nand2_1 0.09, a311oi_1 0.27
[cells by family after synthesis]
group | Yosys count | synth area share
buffers and inverters | 45 | 0.0261
other | 1 | 0.000552
adders and majority gates | 2 | 0.00368
muxes | 33 | 0.108
xor gates and xnor gates | 27 | 0.0348
AOI/OAI and AO/OA | 58 | 0.0602
and+or+nand+nor | 253 | 0.187
DFF | 133 | 0.580
[metrics by stage]
| step | instance area [sq um] | cells |
|---|---|---|
| 6_report | 8560 | 943 |
| 3_3_place_gp | 7960 | 910 |
| 3_5_place_dp | 7960 | 910 |
| 5_1_grt | 8550 | 942 |
| 4_1_cts | 8550 | 942 |
| 2_1_floorplan | 6900 | 579 |
[area by class of cell]
| class | instances | area (sq um) |
|---|---|---|
| clock inverter | 13 | 163 |
| clock buffer | 19 | 433 |
| antenna | 1 | 2.50 |
| timing repair buffer | 88 | 823 |
| tap | 280 | 350 |
| sequential | 133 | 3940 |
| inverter | 8 | 30.0 |
| fill | 2101 | 13500 |
| multi-input combinational | 401 | 2810 |
[power by group through the flow]
stage     registers [mW]  logic, mW  clock network (mW)
6_report           0.911      0.213               0.869
4_1_cts            0.911      0.217               0.881
5_1_grt            0.916      0.234               0.917
Power figures rest on the tool's default switching activity, not on a simulated workload.
