$ cat /design/flow/config.mk
export PLATFORM = sky130hd
export DESIGN_NAME = control
export DESIGN_NICKNAME = control
export VERILOG_FILES = /design/flow/design.v
export SDC_FILE = /design/flow/constraint.sdc
export NUM_CORES = 4
export LEC_CHECK = 1
export CORE_AREA = 10 10 70 70
export DIE_AREA = 0 0 80 80
$ cat /design/flow/constraint.sdc
current_design control

set clk_period 4.5
set clk_io_pct 0.2

create_clock -name clk0 -period $clk_period

set non_clock_inputs [all_inputs -no_clocks]
set_input_delay [expr $clk_period * $clk_io_pct] -clock clk0 $non_clock_inputs
set_output_delay [expr $clk_period * $clk_io_pct] -clock clk0 [all_outputs]
$ cat /design/flow/design.v
`timescale 1ns / 1ps
module control(
	input [31:0] Instru,
	 output [21:0] ctrl,
	 output [2:0] extra
    );
	wire [5:0] func, op;
	assign func =  Instru[5:0];
	assign op = Instru[31:26];
	parameter rop = 6'b000000, lwop = 6'b100011, swop = 6'b101011, beqop = 6'b000100,
	luiop = 6'b001111, oriop = 6'b001101, jalop = 6'b000011, jop=6'b000010,
    sltiop = 6'b001010, sltiuop = 6'b001011,
    xoriop =6'b001110, addiop =6'b001000 , addiuop = 6'b001001, andiop =6'b001100,
    bneop = 6'b000101, blezop = 6'b000110, bgtzop = 6'b000111, bltzop = 6'b000001, bgezop= 6'b000001,  
	sbop = 6'b101000, shop = 6'b101001,
	lbop = 6'b100000, lbuop = 6'b100100, lhop = 6'b100001, lhuop = 6'b100101;
	parameter addufunc = 6'b100001, subufunc = 6'b100011, jrfunc = 6'b001000,nopfunc=6'b000000,
    addfunc = 6'b100000, subfunc = 6'b100010, 
    sllfunc = 6'b000000, srlfunc=6'b000010 ,srafunc =6'b000011 , sllvfunc = 6'b000100, srlvfunc =6'b000110, sravfunc = 6'b000111,
    andfunc = 6'b100100, orfunc = 6'b100101, xorfunc = 6'b100110, norfunc = 6'b100111,
    sltfunc = 6'b101010,  sltufunc = 6'b101011,
	jalrfunc = 6'b001001,
	mfhifunc = 6'b010000, mflofunc=6'b010010, mthifunc = 6'b010001, mtlofunc = 6'b010011,
	multfunc = 6'b011000, multufunc = 6'b011001, divfunc = 6'b011010, divufunc = 6'b011011,
	maddop = 6'b011100;
	reg [31:0] Debug_InstrNow = 0;   
	always @(*)begin
		case(op)
			lwop: begin Debug_InstrNow = "lw"; end
			swop: begin Debug_InstrNow = "sw";end
			beqop: begin Debug_InstrNow = "beq";end
			luiop: begin Debug_InstrNow = "lui";end
			oriop: begin Debug_InstrNow = "ori";end
			jalop:begin Debug_InstrNow = "jal";end
			jop: begin Debug_InstrNow = "jal";end
			rop:begin
				case(func)
					addufunc: begin Debug_InstrNow = "addu";end
					subufunc: begin Debug_InstrNow = "subu";end
					jrfunc: begin  Debug_InstrNow = "jr";end
					nopfunc: begin Debug_InstrNow = "nop";end
				endcase
			end
		endcase
	end
	wire [4:0] ALUOp; 
	wire [1:0] PCSrc_D, extSel, npcSel, ALUASrc,ALUBSrc;
	wire DM_WE_M, DM_RE_M, RF_WE_W;
	wire [1:0] RegDst, RegSrc;
	assign ctrl = {PCSrc_D, extSel, npcSel, ALUASrc, ALUBSrc, ALUOp, DM_WE_M, DM_RE_M, RF_WE_W, RegDst, RegSrc};
	wire calc_i_z, calc_i_s;  
	assign calc_i_z = (op == oriop) |
					(op == andiop) |
					(op == xoriop) ,
	calc_i_s = (op == addiop) |
				(op == addiuop)|
				(op == sltiop) |
				(op == sltiuop);
	wire calc_r;
	assign calc_r = ((op== rop) && (func == addufunc |
					func == subufunc |
					func == addfunc |
					func == subfunc |
					func == sllvfunc |
					func == srlvfunc|
					func == sravfunc |
					func == andfunc |
					func == orfunc |
					func == xorfunc |
					func == norfunc |
					func == sltfunc |
					func == sltufunc |
					(func == sllfunc && Instru != 0 ) |   
					func == srlfunc |
					func == srafunc
					));
	wire typeb;
    assign typeb = (op == beqop | op == bneop | op == blezop | op==bgtzop
                | op == bltzop | (op == bgezop && Instru[20:16] == 5'b00001));
	wire store, load; 
	assign store = (op == swop | op == shop | op == sbop);
	assign load =  (op == lwop | op == lhop | op == lbop|
					op == lhuop | op == lbuop );
    wire mt, mf;
    assign mt = (op == rop && (func == mthifunc | func == mtlofunc)),
    mf = (op == rop && (func == mfhifunc | func == mflofunc));
    wire mcalc;
    assign mcalc = (op == rop && (func == multfunc |func == multufunc| func == divfunc|  func == divufunc)) |
					(op == maddop);
	assign PCSrc_D = typeb? 3:
					((op == rop) && (func == jrfunc | func == jalrfunc)) ? 2:
					(op == jop | op == jalop) ? 1:
					0;
	assign extSel = (op == luiop) ? 2:
					(store | load | calc_i_s) ? 1:
					0;
	assign npcSel = (op == jop | op == jalop) ? 1:
					0;
	assign ALUASrc = (op == luiop) ? 1:
					0;
	assign ALUBSrc = (calc_r | mcalc) ? 1:
					0;
	assign ALUOp = (op == rop && func == subufunc) ? 1: 
				(op == andiop | (op == rop && func == andfunc)) ? 2:
				(op == oriop | (op == rop && func == orfunc)) ? 3: 
				(op == xoriop |(op == rop && func == xorfunc))? 4: 
				(op == sltiop) ? 5:
				(op == sltiuop) ? 6:
				(op == addiop | op == addiuop | (op == rop && func == addfunc)) ? 7:
				(op == rop && func == subfunc) ? 8:
				(op == rop && func == sllvfunc) ? 9:
				(op == rop && func == srlvfunc) ? 10:
				(op == rop && func == sravfunc) ? 11:
				(op == rop && func == sllfunc) ? 12:
				(op == rop && func == srlfunc) ? 13:
				(op == rop && func == srafunc) ? 14:
				(op == rop && func == norfunc) ? 15:	
				(op == rop && func == sltfunc) ? 16:	
				(op == rop && func == sltufunc) ? 17:	
				0;
	assign DM_WE_M = store;
	assign DM_RE_M = load ;
	assign RF_WE_W = calc_r|
					calc_i_s| calc_i_z|
					load |
					(op == jalop) |
					(op == luiop) |
					((op == rop) && (func == jalrfunc))|
					mf;
	assign RegDst = (op == jalop) ? 2:
					(calc_r | ((op == rop) && (func == jalrfunc))) | mf? 1:
					0;
	assign RegSrc = (op == jalop | ((op == rop) && (func == jalrfunc))) ? 2:
					(calc_r | calc_i_s | calc_i_z | (op == luiop)) | mf? 1:
					0;
	assign extra[1] = 0,
	extra[0] = 0;
endmodule
$ cat /design/flow/run.sh
#!/bin/bash
# OpenROAD 26Q1-2900-gdf79404cd8, Yosys 0.63+post, stock flow scripts
make -C /OpenROAD-flow-scripts/flow DESIGN_CONFIG=/design/flow/config.mk WORK_HOME=/design/flow/orfs finish
==> flow_summary.json <==
{
  "cts.repair_timing.setup_buffer_count": 0,
  "die_area_sq_um": 6400,
  "drt.antenna.violating_nets": 0,
  "warnings": 32,
  "post_drt_via_cell_ratio": 4.576,
  "gr-usage-all-layers_pct": 7.504,
  "dr_total_vias": 874,
  "timing.critical_path.max_delay_family": "buffers and inverters",
  "post_cts_repair_resize_count": 0,
  "io_buffer_count": 51,
  "share_of_post_route_cells_with_drive_strength_above_1_pct": 6.897,
  "post_drt_wl_per_cell_um": 13.63,
  "core_density_at_floorplan_pct": 20.70,
  "antenna_found_initial": 0,
  "status": "completed",
  "grt_setup_unrepaired": "false",
  "drc": 0,
  "crit_type": "in -> out",
  "synth_area_leader_cell": "sky130_fd_sc_hd__buf_4",
  "ys_top_cells_by_area": "sky130_fd_sc_hd__buf_4, sky130_fd_sc_hd__nand2_1, sky130_fd_sc_hd__nor4_4",
  "cts_hold_repair.buffers": 0,
  "grt-ovfl-total": 0,
  "crit_fanout": 10,
  "antenna_cells_inserted": 0,
  "synth.yosys.seq_area_share_pct": 0,
  "finalHoldViolations": 0,
  "placement.cell_area_sq_um": 1150,
  "postSynthAreaPerCell_sq_um": 6.486,
  "slew_viol_final": 0,
  "final-setup-viol-count": 0,
  "syn_inst": 109,
  "pre_cts_ws_ns": 0.7257,
  "die_height_um": 80,
  "synth.lib_cells_used.distinct": 42,
  "drv.max_cap_violation_count": 0,
  "n_sequential_cell": 0,
  "cp_num_buf_inv": 2,
  "coreArea_sq_um": 3416,
  "synth.top_cell.area_share_pct": 15.93,
  "grt_first_pass_wirelength_um": 4112,
  "chipWidth_um": 80,
  "vdd_drop_max_mv": 0.02442,
  "grt_max_degree": 12,
  "syn_area_sq_um": 706.9,
  "post-route-cell-area_sq_um": 1150,
  "min_period_over_period_pct": 84.09,
  "critical_path_arrival_ns": 2.88,
  "drt_wl_total_um": 2603,
  "timing.critical_path.to_type": "output port",
  "cp.required_ns": 3.60,
  "first_iter_violations": 82,
  "place_hpwl_um": 2290,
  "fmax_ghz": 0.2643,
  "leakagePower_uw": 0.0004185,
  "series_of_cell_instances_along_the_critical_path": "clkdlybuf4s50_1, nand2b_4, a21bo_1, a21boi_2, a211oi_1, a21oi_1, clkdlybuf4s50_1",
  "synth_chip_area_sq_um": 706.9,
  "timing.critical_path.from_type": "primary input",
  "yosys_warnings": 2,
  "post-route-worst-setup-slack_ns": 0.7158,
  "multi_input_comb_area_sq_um": 563.0,
  "detail_route.first_pass.iterations": 4,
  "critPathMaxStageDelay_ns": 0.71,
  "area_growth_syn_to_layout_pct": 62.65,
  "first_global_vias": 919,
  "nClkBuffers": 0,
  "min-delay-path-class": "in -> out",
  "critical-path-slowest-cell": "sky130_fd_sc_hd__clkdlybuf4s50_1",
  "tns_ns": 0,
  "routabilityCongestion": 0.8816,
  "seq_area_sq_um": 0,
  "synth_stat.cells": 109,
  "rows": 21,
  "critPathMostFrequentCell": "sky130_fd_sc_hd__clkdlybuf4s50_1",
  "ios": 57,
  "fillCellCount": 365,
  "power.density_nw_per_um2": 66.34,
  "final_period_minus_worst_setup_slack_ns": 3.784
}
[final timing paths]
path / cells past startpoint / slack (ns) / end / start
setup / recovery: 7 / 0.72 / ctrl[2] / Instru[2]
hold / removal: 4 / 2.93 / ctrl[6] / Instru[29]
[power by group]
part | total, uW | switching (uW) | internal, uW
combinational | 76.3 | 31.7 | 44.5
clock | 0 | 0 | 0
sequential | 0 | 0 | 0
[area by class of cell]
class	count	area share, %
inverters	5	1.632
multi-input cells	89	48.97
well taps	46	5.005
repair buffers	51	44.40
[cell families (layout without fill, tap and decap cells)]
| logic type | Yosys count | count (layout) | share of synthesized area (%) |
|---|---|---|---|
| other | 1 | 6 | 0.5305 |
| AND-OR/OR-AND | 30 | 30 | 30.44 |
| AND/OR/NAND/NOR | 52 | 52 | 44.78 |
| buffers and inverters | 25 | 56 | 23.01 |
| XOR/XNOR | 1 | 1 | 1.239 |
[layout by cell type (no fill, tap or decap), types with 2 or more instances in the layout]
master,count
sky130_fd_sc_hd__clkdlybuf4s50_1,51
sky130_fd_sc_hd__and2_1,2
sky130_fd_sc_hd__nor4_4,2
sky130_fd_sc_hd__a31oi_1,2
sky130_fd_sc_hd__nand3_1,5
sky130_fd_sc_hd__nor2_1,7
sky130_fd_sc_hd__inv_1,5
sky130_fd_sc_hd__o21ai_0,4
sky130_fd_sc_hd__nand2_1,12
sky130_fd_sc_hd__nor3_1,5
sky130_fd_sc_hd__a21oi_1,4
sky130_fd_sc_hd__and3_1,2
sky130_fd_sc_hd__nand4b_1,2
sky130_fd_sc_hd__nand2b_1,2
sky130_fd_sc_hd__nor4_1,5
sky130_fd_sc_hd__a22o_1,3
sky130_fd_sc_hd__o21ai_1,3
sky130_fd_sc_hd__o211ai_1,2
sky130_fd_sc_hd__conb_1,6
[per-stage QoR]
stage / hold slack, ns / utilization, % / std cells / power, uW
2_1_floorplan: 1.868 / - / 114 / 39.32
3_3_place_gp: 2.925 / 33.66 / 191 / 76.39
3_5_place_dp: 2.937 / 33.66 / 191 / 76.81
4_1_cts: 2.940 / 33.66 / 191 / 77.01
5_1_grt: 3.000 / 33.66 / 191 / 83.68
6_report: 2.934 / 33.66 / 191 / 76.28
[Yosys cell counts]
cell,count
sky130_fd_sc_hd__a211o_1,1
sky130_fd_sc_hd__a211oi_1,1
sky130_fd_sc_hd__a21bo_1,1
sky130_fd_sc_hd__a21boi_0,1
sky130_fd_sc_hd__a21boi_2,1
sky130_fd_sc_hd__a21oi_1,4
sky130_fd_sc_hd__a21oi_2,1
sky130_fd_sc_hd__a22o_1,3
sky130_fd_sc_hd__a2bb2oi_1,1
sky130_fd_sc_hd__a311oi_1,1
sky130_fd_sc_hd__a31oi_1,2
sky130_fd_sc_hd__and2_1,2
sky130_fd_sc_hd__and2_2,1
sky130_fd_sc_hd__and3_1,2
sky130_fd_sc_hd__buf_2,4
sky130_fd_sc_hd__buf_4,15
sky130_fd_sc_hd__buf_6,1
sky130_fd_sc_hd__conb_1,1
sky130_fd_sc_hd__inv_1,5
sky130_fd_sc_hd__nand2_1,12
sky130_fd_sc_hd__nand2_2,1
sky130_fd_sc_hd__nand2b_1,2
sky130_fd_sc_hd__nand2b_4,1
sky130_fd_sc_hd__nand3_1,5
sky130_fd_sc_hd__nand4_1,1
sky130_fd_sc_hd__nand4b_1,2
sky130_fd_sc_hd__nor2_1,7
sky130_fd_sc_hd__nor2_2,1
sky130_fd_sc_hd__nor2b_1,1
sky130_fd_sc_hd__nor3_1,5
sky130_fd_sc_hd__nor3b_1,1
sky130_fd_sc_hd__nor3b_2,1
sky130_fd_sc_hd__nor4_1,5
sky130_fd_sc_hd__nor4_4,2
sky130_fd_sc_hd__o211ai_1,2
sky130_fd_sc_hd__o21a_1,1
sky130_fd_sc_hd__o21ai_0,4
sky130_fd_sc_hd__o21ai_1,3
sky130_fd_sc_hd__o21bai_2,1
sky130_fd_sc_hd__o31a_1,1
sky130_fd_sc_hd__o31ai_1,1
sky130_fd_sc_hd__xnor2_1,1
[metal layers]
metal | share of wire, % | vias to the layer above | global-route usage [%]
met5 | 0 | - | 0
met4 | 0 | 0 | 0
met3 | 13 | 0 | 3.523
met2 | 45 | 39 | 12.84
met1 | 42 | 385 | 8.833
li1 | - | 450 | -
[worst min-delay path, cell delays in order]
cell	delay, ns
sky130_fd_sc_hd__clkdlybuf4s50_1	0.53
sky130_fd_sc_hd__nand3_1	0.14
sky130_fd_sc_hd__nor2_1	0.05
sky130_fd_sc_hd__clkdlybuf4s50_1	0.40
Power and IR drop assume default switching activity.
